[flow/run.sh]
#!/bin/bash
# OpenROAD 26Q1-2900-gdf79404cd8, Yosys 0.63+post, stock flow scripts
make -C /OpenROAD-flow-scripts/flow DESIGN_CONFIG=/design/flow/config.mk WORK_HOME=/design/flow/orfs finish
[flow/config.mk]
export PLATFORM = sky130hd
export DESIGN_NAME = bldc_esc
export DESIGN_NICKNAME = bldc_esc
export VERILOG_FILES = /design/flow/design.v
export SDC_FILE = /design/flow/constraint.sdc
export NUM_CORES = 4
export LEC_CHECK = 1
export CORE_UTILIZATION = 50
[flow/constraint.sdc]
current_design bldc_esc

set clk_period 10.1
set clk_io_pct 0.2

create_clock -name clk0 -period $clk_period [get_ports {clk}]

set non_clock_inputs [all_inputs -no_clocks]
set_input_delay [expr $clk_period * $clk_io_pct] -clock clk0 $non_clock_inputs
set_output_delay [expr $clk_period * $clk_io_pct] -clock clk0 [all_outputs]
[flow/design.v]
module bldc_esc #(parameter DATA_WIDTH = 16,parameter debounce = 3)(
  input clk,              		 
  input reset,            		 
  input pwm_en,						 
  input encoder_a,  				 
  input encoder_b,  				 
  input [DATA_WIDTH-1:0] pwm_period,	 
  input [DATA_WIDTH-1:0] period_reference,	 
  input [DATA_WIDTH-1:0] Kp_ext, 
  input [DATA_WIDTH-1:0] Ki_ext, 
  input [DATA_WIDTH-1:0] Kd_ext, 
  input override_internal_pid,		 
  output reg motor_positive,   		 
  output reg motor_negative 			 
);
  reg motor_pwm;
  reg [DATA_WIDTH-1:0] pwm_counter;
  reg [DATA_WIDTH-1:0] pwm_duty_cycle;
  reg [1:0]encoder_state;
  reg [1:0]prev_encoder_state;
  reg [1:0]pwm_direction;
  reg [DATA_WIDTH-1:0] period_speed ; 
  reg [DATA_WIDTH-1:0] speed_ctr;
  reg [DATA_WIDTH-1:0] Kp ;
  reg [DATA_WIDTH-1:0] Ki ;
  reg [DATA_WIDTH-1:0] Kd ;
  reg signed[DATA_WIDTH-1:0] error;
  reg signed[(DATA_WIDTH)-1:0] integral;
  reg signed[DATA_WIDTH-1:0] derivative;
  reg signed [(DATA_WIDTH)-1:0] pid_output;
  reg signed[DATA_WIDTH-1:0] previous_error;
  reg [2:0] encoder_a_shift_reg;
  reg encoder_a_reg;
  reg [2:0] encoder_b_shift_reg;
  reg encoder_b_reg;
 always @(posedge clk or posedge reset) begin
    if (reset) begin
        integral <= 16'b0;
        pwm_counter <= {DATA_WIDTH{1'b0}};
        encoder_state <= 2'b0;
        prev_encoder_state <= 2'b0;
        pwm_direction<=2'b00;
        motor_positive<=1'b0;
        motor_negative<=1'b0;
        Kp <= 16'd1;
        Ki <= 16'd0;
        Kd <= 16'd0;
        speed_ctr<={DATA_WIDTH{1'b0}};
        previous_error <= {DATA_WIDTH{1'b0}};
        error<=8'b0;
        period_speed <= 16'b0;
        pid_output <= 16'b0;
        derivative <= 16'b0;
        pwm_duty_cycle <= 16'b0;
        motor_pwm <= 1'b0;
        encoder_a_shift_reg <= 3'b0;
        encoder_a_reg <= 1'b0;
        encoder_b_shift_reg <= 3'b0;
        encoder_b_reg <= 1'b0;
    end 
    else begin
        encoder_a_shift_reg <= {encoder_a_shift_reg[debounce-2:0],encoder_a};
        if (encoder_a_shift_reg == {debounce{1'b0}} || encoder_a_shift_reg == {debounce{1'b1}})begin
            encoder_a_reg <= encoder_a_shift_reg[0];
        end
        encoder_b_shift_reg <= {encoder_b_shift_reg[debounce-2:0],encoder_b};
        if (encoder_b_shift_reg == {debounce{1'b0}} || encoder_b_shift_reg == {debounce{1'b1}})begin
            encoder_b_reg <= encoder_b_shift_reg[0];
        end
        pid_output <= Kp * error + Ki * integral + Kd * derivative;	 
        if(pid_output<1) begin			 
			pwm_duty_cycle<=pwm_period;
		end 
		else if (pid_output>pwm_period) begin	 
			pwm_duty_cycle<=1;
		end 
		else begin
			pwm_duty_cycle<= pid_output;	 
		end
        derivative <= error - previous_error;
        if (integral + error > 2047) begin  
            integral <= 2047;  
        end 
        else if (integral + error < -2048) begin
            integral <= -2048; 
        end 
        else begin
            integral <= integral + error;  
        end
        previous_error<=error;
        error <= period_reference - period_speed;
        motor_pwm <= (pwm_counter < pwm_duty_cycle) & pwm_en;  
        if (pwm_counter == pwm_period) begin
            pwm_counter <= 16'd0;
        end
        else begin
            pwm_counter <= pwm_counter + 1;
        end
        encoder_state <= {encoder_a_reg, encoder_b_reg};
        prev_encoder_state <= encoder_state;
        case ({encoder_state, prev_encoder_state})
            4'b0100, 4'b1101,4'b1011: begin 
                pwm_direction<=2'b10;
            end
            4'b1000,4'b1110,4'b0111: begin 
                pwm_direction<=2'b01;
            end
            4'b1100, 4'b0011, 4'b1001,4'b0110: begin 
                pwm_direction<=2'b00;
            end
            default: begin
                pwm_direction<=pwm_direction; 
            end
        endcase
        if(pwm_en==1'b0)begin
            motor_positive<=1'b0;
            motor_negative<=1'b0;
		end 
		else begin
            case(pwm_direction)
                2'b00: begin
      				if(period_reference>32767) begin  
						motor_positive<=1'b0;
						motor_negative<=motor_pwm;
					end
					else begin
						motor_positive<=motor_pwm;
						motor_negative<=1'b0;
					end
                end 
                2'b01:begin
                    motor_positive<=1'b0;
                    motor_negative<=motor_pwm;
                end
                2'b10:begin
                    motor_positive<=motor_pwm;
                    motor_negative<=1'b0;
                end
                default: begin
                    motor_positive <= 1'b0;
                    motor_negative <= 1'b0;
                end
            endcase
        end
		if(override_internal_pid) begin
			Kp<=Kp_ext;
			Ki<=Ki_ext;
			Kd<=Kd_ext;
		end 
		else begin
			Kp<=Kp;
			Ki<=Ki;
			Kd<=Kd;
		end
      if((prev_encoder_state[0]==1'b0 && encoder_a_reg==1'b1) || speed_ctr==16'h00ff) begin
            period_speed<=speed_ctr;
            speed_ctr<={DATA_WIDTH{1'b0}};
        end else begin
            speed_ctr<=speed_ctr+1;
        end
    end
 end
endmodule
==> run_results.csv <==
group,metric,value,unit
run_status,outcome,"completed",
clock_network,cts_setup_buffers,0,
clock_network,postCtsResizedCells,0,
finish,drive_gt1_frac,0.0541,
die,core,0.0445,mm^2
clock_network,h-tree-depth,1,
route,drc,0,
clock_network,cts_root_buf,"clkbuf_16",
synthesis,top_cell_area_share,0.256,
synthesis,simple_gate_share,0.151,
synthesis,yosys-stat-cells,2364,
timing,drv_slew,0,
route,vias,15521,
global_routing,overflow,0,
worst_setup_path,crit_type,"reg -> reg",
global_routing,grt_max_degree,125,
clock_network,clock_path_buffers,3,
timing,fin_crit_sh,0.711,
synthesis,yosysChipArea,0.0228,mm^2
route,n_antenna_cell,0,
synthesis,logic_family,"adder cells",
synthesis,async_reset_ff_frac,1.00,
die,die_y,215,um
worst_setup_path,critical_path.cell_chain,"nand2_1 > fa_1 > inv_1 > fa_1 > inv_1 > fa_1 > inv_1 > fa_1 > inv_1 > fa_1 > inv_1 > fa_1 > fa_1 > fa_1 > inv_1 > fa_1 > inv_1 > ha_1 > and3_1 > a21oi_1 > o21ai_0 > o41ai_1 > xnor2_1",
synthesis,xor_share,0.0705,
clock_network,numCtsBuffers,26,
global_routing,met1_usage,0.409,
global_routing,grt_use_total,0.260,
worst_hold_path,hold_class,"reg -> reg",
route,avgViaCountPerCell,5.12,
clock_network,cts_tree,"done",
placement,place_congestion,0.977,
synthesis,edf_count,0,
synthesis,ys_ff,210,
synthesis,compound_area_frac,0.0554,
worst_setup_path,critPathBufInv,7,
timing,fmax,139,MHz
global_routing,grt_pass1_vias,16262,
synthesis,ys_seq_frac,0.231,
finish,fin_cells,3031,
clock_network,clk_latency,560,ps
timing,fin_tns_setup,0,ps
run,tool_warnings,27,
placement,post-dp-hpwl,43700,um
route,wirelength,53200,um
timing,finalSetupViolations,0,
route,dr.pass1.iters,5,
global_routing,grt_pass1_wl,88000,um
die,ios,88,
global_routing,grtUsageMet2,0.398,
synthesis,ys_types,60,
synthesis,synth_area,0.0228,mm^2
route,routedWlPerCell,17.6,um
worst_setup_path,cp_data_required_time,10560,ps
synthesis,ys_warn_count,1,
route,antenna_left,0,
die,fp_util,0.511,
die,die_w,215,um
global_routing,use_met3,0.0522,
global_routing,top_usage_layer,"met1",
synthesis,area_leaders,"fa_1 26%, dfrtp_1 23%, ha_1 12%, inv_1 8.1%, and2_1 7.3%",
finish,syn2layout_area_growth,10.1,%
worst_setup_path,crit_arrival,7650,ps
synthesis,muxShareOfSynthArea,0.0247,
synthesis,synth_area_per_cell,9.62,um^2
worst_setup_path,cp_slowest_stage_delay,790,ps
worst_setup_path,crit_top_cell,"fa_1",
route,drt-initial-drc-count,811,
finish,layout_top_cell,"inv_1",
die,rows,77,
timing,worst-slew-pin-transition,856,ps
timing,period_needed,7180,ps
placement,io_buffers,87,
synthesis,ys_sh_adder,0.374,
worst_setup_path,cp-start-kind,"flop",
clock_network,clk_pin_slew,60,ps
placement,place_inst,2988,
synthesis,ff_type,"dfrtp_1",
timing,whs,375,ps
clock_network,cts.sinks,210,
synthesis,yosys.area.top_type,"fa_1",
clock_network,postCtsHoldBufs,0,
worst_setup_path,path_delay_family,"adder cells",
synthesis,syn-instance-count,2364,
finish,mostFrequentLayoutCells,"491 x inv_1, 291 x fa_1, 266 x and2_1",
timing,hold_violations,0,
die,chip_area,0.0464,mm^2
timing,rsz0062_at_grt,"no",
run,timing.max_cap.violations,0,
worst_setup_path,cp-end-kind,"flop",
global_routing,antenna_found_initial,0,
worst_setup_path,reg2reg_slack,2920,ps
worst_setup_path,cp_max_fo,16,
worst_setup_path,cp_slowest_cell,"dfrtp_1",
timing,finClkSkew,20.0,ps
timing,slew_headroom,0.424,
## routing by layer
metal,vias to the layer above,share of wire
li1,7405,-
met2,345,0.47
met3,73,0.054
met5,-,0.0012
met4,2,0.025
met1,7696,0.45
## worst paths after layout
| kind | startpoint | depth (start not counted) | endpoint |
|---|---|---|---|
| max | error[3] | 23 | pid_output[15] |
| min | encoder_b_shift_reg[0] | 0 | encoder_b_shift_reg[1] |
| max reg2reg | error[3] | 23 | pid_output[15] |
| min reg2reg | encoder_b_shift_reg[0] | 0 | encoder_b_shift_reg[1] |
| max in group asynchronous | reset | 3 | Ki[8] |
| min in group asynchronous | reset | 2 | motor_positive |
## kinds of logic (layout without fill, tap and decap cells)
logic type / Yosys count / in the layout
AOI/OAI and AO/OA: 191 / 191
xor gates and xnor gates: 183 / 183
adders and majority gates: 506 / 506
buffers and inverters: 557 / 632
DFF: 210 / 210
muxes: 50 / 50
and+or+nand+nor: 667 / 667
## metrics by stage
stage          area [um^2]  utilization  setup slack (ps)
6_report             25100        0.563              2920
3_5_place_dp         24200        0.544              2930
5_1_grt              25100        0.563              2500
4_1_cts              25100        0.563              2880
3_3_place_gp         24200        0.544              3020
2_1_floorplan        22800            -              2350
## cell type report
type                            instances  area [um^2]
Timing Repair Buffer                   97          953
Tap cell                              592          741
Inverter                              492         1850
Clock inverter                          9          126
Fill cell                            3909        19500
Sequential cell                       210         5260
Clock buffer                           34          721
Multi-Input combinational cell       1597        15400
## cells in the mapped netlist, drive strengths merged, types with 5 or more instances
cell     count
or3         11
a211oi       9
nor2b       13
ha         215
xor2        47
o21bai       7
nand3       27
nand2b       5
o21a        13
nor3        21
xnor2      136
o2111ai      5
nand4       11
inv        492
a2111oi      5
buf          5
dfrtp      208
and2       266
nand2      203
fa         291
nor4        11
o21ai       59
nor2        76
and3        16
mux2        50
o22ai       14
a21o         8
a21oi       48
clkbuf      60
